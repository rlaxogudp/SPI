`design.v`:
```
`timescale 1ns / 1ps
module TOP (
    input logic clk,
    input logic reset,
    input logic runstop,
    input logic clear,
    input logic spi_slave_sclk,
    input logic spi_slave_mosi,
    output logic spi_slave_miso,
    input logic spi_slave_ss,
    output logic spi_master_sclk,
    output logic spi_master_mosi,
    input logic spi_master_miso,
    output logic spi_master_ss,
    output logic [7:0] fnd,
    output logic [3:0] fnd_com
);
    logic runstop_bd, clear_bd;
    MASTER U_MASTER (
        .clk(clk),
        .reset(reset),
        .runstop(runstop),
        .clear(clear),
        .sclk(spi_master_sclk),
        .mosi(spi_master_mosi),
        .miso(spi_master_miso),
        .SS(spi_master_ss)
    );
    SLAVE U_SLAVE (
        .clk(clk),
        .reset(reset),
        .sclk(spi_slave_sclk),
        .mosi(spi_slave_mosi),
        .miso(spi_slave_miso),
        .SS(spi_slave_ss),
        .fnd(fnd),
        .fnd_com(fnd_com)
    );
endmodule
module button_debounce (
    input  clk,
    input  rst,
    input  i_btn,
    output o_btn
);
    reg [$clog2(100)-1:0] counter_reg;
    reg clk_reg;
    reg [7:0] q_reg, q_next;
    reg  edge_reg;
    wire debounce;
    always @(posedge clk, posedge rst) begin
        if (rst) begin
            counter_reg <= 0;
            clk_reg <= 1'b0;
        end else begin
            if (counter_reg == 99) begin
                counter_reg <= 0;
                clk_reg <= 1'b1;
            end else begin
                counter_reg <= counter_reg + 1;
                clk_reg <= 1'b0;
            end
        end
    end
    always @(posedge clk_reg, posedge rst) begin
        if (rst) begin
            q_reg <= 0;
        end else begin
            q_reg <= q_next;
        end
    end
    always @(*) begin
        q_next = {i_btn, q_reg[7:1]};
    end
    assign debounce = &q_reg;
    always @(posedge clk, posedge rst) begin
        if (rst) begin
            edge_reg <= 1'b0;
        end else begin
            edge_reg <= debounce;
        end
    end
    assign o_btn = ~edge_reg & debounce;
endmodule
```
`run.sh`:
```
#!/bin/bash
# OpenROAD 26Q1-2900-gdf79404cd8, Yosys 0.63+post, stock flow scripts
make -C /OpenROAD-flow-scripts/flow DESIGN_CONFIG=/design/flow/config.mk WORK_HOME=/design/flow/orfs finish
```
`config.mk`:
```
export PLATFORM = sky130hd
export DESIGN_NAME = button_debounce
export DESIGN_NICKNAME = button_debounce
export VERILOG_FILES = /design/flow/design.v
export SDC_FILE = /design/flow/constraint.sdc
export NUM_CORES = 4
export LEC_CHECK = 1
export CORE_AREA = 10 10 78 78
export DIE_AREA = 0 0 88 88
```
`constraint.sdc`:
```
current_design button_debounce

set clk_period 1.4
set clk_io_pct 0.2

create_clock -name clk0 -period $clk_period [get_ports {clk}]

set non_clock_inputs [all_inputs -no_clocks]
set_input_delay [expr $clk_period * $clk_io_pct] -clock clk0 $non_clock_inputs
set_output_delay [expr $clk_period * $clk_io_pct] -clock clk0 [all_outputs]
```
==> notes.md <==
run metrics: Pins Over Slew Limit=0, Synth top area share=0.7010, Setup crit start kind=flip-flop, final instance area=767.0 µm², final hold vios=0, htree depth=1, I/O pin cnt=4, largest net degree at the start of global routing=11, CP Data Required Time=1.51 ns, antenna violations before repair=0, Rows=24, Layout area overhead=26.39%, P_leak=0.3109 nW, first-pass GRT wire length=1587 µm, register pins left without a clock=8, routability cong.=0.6855, cts bufs inserted=3, number of port buffers=3, Post-synth EDFFs=0, via/cell ratio=3.229, Tot GR Track Use=0.02632, Final Skew=0.004514 ns, Area after DPL=716.9 µm², Pwr per Cell Area=751.1 nW/µm², TritonCTS clock tree=yes, Synth Area per Inst=13.79 µm², CP arrival=1.33 ns, number of distinct library cells after synthesis=18, Post-synth ARST share=1.000, Final setup violation count=0, worst-path fanout max=5, Synth flops=17, vias in the first global route=342, WP buf/inv=0, DRT Wirelength=872 µm, most instantiated cells after synthesis=dfrtp_1 (17), nand4_1 (3), nor2_1 (3), slowest stage delay, CP=0.42 ns, MI comb area=178.9 µm², Iter 0 DRT Violations=10, postcts setup bufs=0, Root Driver=clkbuf_8, Slew @ Worst Pin=0.3813 ns, Insertion Delay late pin=0.23 ns, final period utilization=0.8763, DR pass1 iterations=4, Setup TNS Final=0 ns, Final ANT Viol Nets=0, CTS max path bufs=2, Worst IR Drop VDD=0.0002515 V, max-cap viol count=0, RSZ-0062 raised after global routing=false, worst min path class=primary input to asynchronous set/reset pin, Die ar.=7744 µm², yosys cell count=44, Top FF cell, synth=dfrtp_1, yosys warning tally=1, vias post-DR=339, status=finished, final reports clean, FP Core Util=0.1375, crit path kind=flip-flop to flip-flop, core area=4414 µm², Remaining DRCs=0, sequential cell area=425.4 µm², Max-slew headroom=0.7456, worst path cell trace=nand4bb_1, nor3b_2, nor2b_1, cells after synthesis=44, GR Overflow Total=0, clock slew at reported path FFs=0.05 ns, share of post-route cells with drive strength above 1=0.1887, CP Capture Type=flip-flop, post-synthesis sequential area ratio=0.7010, Slowest cell on crit path=dfrtp_1, Synth area leaders=dfrtp_1 (70%), nand4bb_1 (3.7%), nand4_1 (3.1%), xnor2_1 (2.9%), ha_1 (2.1%), Achievable Freq=815.1 MHz, tool warning count=25, die width=88 µm, max reg flops=8, Ant. Diodes=0, DR WL/cell=8.305 µm, fill count=468, Chip Area, Yosys=606.8 µm², Die Ht=88 µm, fin crit period=1.227 ns, DP Wirelength=672.9 µm, endpoints left unconstrained=9, leading cell type by number of instances after synthesis=dfrtp_1, cell type with the largest total area=dfrtp_1, CP delay by family, top=simple AND/OR/NAND/NOR gates, Mapped Area=606.8 µm²
==> through the flow <==
| stage | power, mW | worst slack (ns) | hold WS [ns] | utilization | instances |
|---|---|---|---|---|---|
| after floorplan | 0.2722 | 0.2985 | 0.2061 | - | 44 |
| after global placement | 0.2819 | 0.1167 | 0.4625 | 0.1624 | 101 |
| after detailed placement | 0.2825 | 0.06815 | 0.4749 | 0.1624 | 101 |
| after CTS | 0.5889 | 0.1748 | 0.3454 | 0.1738 | 105 |
| after global routing | 0.6136 | 0.1033 | 0.3832 | 0.1738 | 105 |
| final | 0.5760 | 0.1732 | 0.3283 | 0.1738 | 105 |
==> metal layers <==
layer	up-vias	GRT usage	routed length, µm
li1	171	-	-
met2	6	0.03373	356
met5	-	0	0
met1	162	0.03502	416
met4	0	0.001449	0
met3	0	0.02152	99
==> kinds of logic (layout without fill, tap and decap cells) <==
logic type | count (synthesis) | count (layout) | share of synthesized area
AND-OR/OR-AND | 4 | 4 | 0.03917
XOR/XNOR | 2 | 2 | 0.02887
adder cells (fa/ha/maj) | 1 | 1 | 0.02062
buffers and inverters | 2 | 11 | 0.01238
flip-flops | 17 | 17 | 0.7010
multiplexers | 1 | 1 | 0.01650
AND/OR/NAND/NOR | 17 | 17 | 0.1815
==> power by group <==
part / total [mW] / internal, mW / switching, mW / leakage (nW)
Clock: 0.299 / 0.194 / 0.104 / 0.0255
Combinational: 0.0167 / 0.00681 / 0.00993 / 0.0769
Sequential: 0.261 / 0.261 / 0 / 0.208
Total: 0.576 / 0.462 / 0.114 / 0.311
==> path summary, 6_finish.rpt <==
check / startpoint / end / slack (ns) / cells after the start
worst max register to register: counter_reg[4] / counter_reg[1] / 0.17 / 3
min in group clk0: counter_reg[0] / counter_reg[0] / 0.47 / 1
worst min register to register: counter_reg[0] / counter_reg[0] / 0.47 / 1
worst max-delay path: counter_reg[4] / counter_reg[1] / 0.17 / 3
worst min-delay path: rst / counter_reg[2] / 0.33 / 2
max in group asynchronous: rst / counter_reg[6] / 0.80 / 2
==> layout by cell type, fill, tap and decap left out <==
cell type / Yosys / final
nor2b_1: 1 / 1
nand4bb_1: 2 / 2
dfrtp_1: 17 / 17
a21oi_1: 1 / 1
inv_1: 2 / 2
nor3b_2: 1 / 1
clkinv_2: 0 / 1
clkdlybuf4s50_1: 0 / 2
nor2_1: 3 / 3
nor3_2: 0 / 1
buf_4: 0 / 2
mux2i_1: 1 / 1
o21ai_0: 2 / 2
nand4_1: 3 / 3
a21oi_2: 1 / 1
nand3_2: 1 / 1
dlygate4sd2_1: 0 / 1
or3_1: 1 / 1
ha_1: 1 / 1
clkbuf_8: 0 / 3
xnor2_1: 2 / 2
nand3_1: 2 / 2
nand2_1: 2 / 2
==> layout make-up <==
class                   count  share of cell area
well taps                  52             0.08483
inverters                   2            0.009788
repair buffers              5             0.05710
clock inverters             1            0.006525
clock buffers               3             0.05383
multi-input cells          25              0.2333
flip-flops and latches     17              0.5546
==> worst reg2reg max path: cells and delay by family, from the launching register on <==
family / cells / cell delay [ns]
DFF: 1 / 0.42
and+or+nand+nor: 3 / 0.70
==> timing repair <==
item                                   4_1_cts  5_1_grt
hold buffers                                 0        0
endpoints found under the hold margin        0        0
gates resized                                2        0
setup endpoints to repair                    1        0
Power figures rest on the tool's default switching activity, not on a simulated workload.
